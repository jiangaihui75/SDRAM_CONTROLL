--- ./config.mk ---
export PLATFORM = sky130hd
export DESIGN_NAME = top_sdram
export DESIGN_NICKNAME = top_sdram
export VERILOG_FILES = /design/flow/design.v
export SDC_FILE = /design/flow/constraint.sdc
export NUM_CORES = 4
export LEC_CHECK = 1
export CORE_UTILIZATION = 40
--- ./constraint.sdc ---
current_design top_sdram

set clk_period 4.0
set clk_io_pct 0.2

create_clock -name clk0 -period $clk_period [get_ports {clk}]

set non_clock_inputs [all_inputs -no_clocks]
set_input_delay [expr $clk_period * $clk_io_pct] -clock clk0 $non_clock_inputs
set_output_delay [expr $clk_period * $clk_io_pct] -clock clk0 [all_outputs]
--- ./design.v ---
module	sdram_init(
			input	wire		clk,	 
			input	wire		rst,
			output	reg			init_end_flag,
			output	reg[17:0]	init_cmd
			);
	parameter	TRP		=	2,
			TRC		=	4,
			TMRD		=	2;
	parameter	DEY_200US	=	9999,
			PALL_CNT	=	10000,
			REF_ST1		=	10001+TRP,
			REF_ST2		=	10002+TRP+TRC,
			MRD_CNT		=	10003+TRP+TRC+TRC,
			END_INIT_CNT	=	10003+TRP+TRC+TRC+TMRD;
	parameter	NOP		=	18'h1c000, 
			PALL		=	18'h08400, 
			REF		=	18'h04000, 
			MR		=	18'h00032; 
	reg[15:0]	init_cnt;
	always @(posedge clk) begin
		if(rst == 1'b1) begin
			init_cnt <= 'd0;
		end
		else if(init_cnt == END_INIT_CNT) begin
			init_cnt <= 'd0;
		end
		else if(init_end_flag == 1'b0)begin
			init_cnt <= init_cnt + 1'b1;
		end
	end
	always @(posedge clk) begin
		if(rst == 1'b1) begin
			init_end_flag <= 1'b0;
		end
		else if(init_cnt >= END_INIT_CNT) begin
			init_end_flag <= 1'b1;
		end
	end
	always @(posedge clk) begin
		if(rst == 1'b1) begin
			init_cmd <= NOP;
		end
		else if(init_cnt <=DEY_200US) begin
			init_cmd <= NOP;
		end
		else if(init_cnt ==  PALL_CNT) begin
			init_cmd <= PALL;
		end
		else if (init_cnt >PALL_CNT && init_cnt < REF_ST1) begin
			init_cmd <= NOP;
		end
		else if (init_cnt == REF_ST1) begin
			init_cmd <= REF;
		end
		else if (init_cnt >REF_ST1 && init_cnt <REF_ST2) begin
			init_cmd <= NOP;
		end
		else if (init_cnt == REF_ST2) begin
			init_cmd <= REF;
		end
		else if (init_cnt >REF_ST2 && init_cnt < MRD_CNT) begin
			init_cmd <= NOP;
		end
		else if (init_cnt == MRD_CNT) begin
			init_cmd <= MR;
		end
		else if (init_cnt >MRD_CNT ) begin
			init_cmd <= NOP;
		end
	end
endmodule		
module sdram_main_ctrl(
		input		wire 		clk,
		input		wire 		rst,
		output		wire [17:0]	cmd
	);
parameter 		IDLE = 6'b00_0001;
parameter		INI	 = 6'b00_0010;
parameter		SW	 = 6'b00_0100;
parameter		REF	 = 6'b00_1000;
parameter		WRITE= 6'b01_0000;
parameter		READ = 6'b10_0000;
reg	[5:0] state;
wire 		ini_flag; 
wire 		ini_end;
wire 		ref_req;
wire 		ref_en;  
wire 		w_req;
wire 		w_en;
wire 		r_req;
wire 		r_en;
wire 		ref_end ; 
wire 		write_data_end,wirte_ref_break_end; 
wire 		read_data_end , read_ref_break_end; 
wire [17:0]	ref_cmd;
wire [17:0]	init_cmd;
always @(posedge clk) begin
	if(rst == 1'b1) begin
		state <= IDLE;
	end
	else case (state)
		IDLE : begin
			state <= INI;
		end
		INI : begin
			if(ini_end == 1'b1) begin
				state <= SW;
			end
		end
		SW : begin
			if(ref_req == 1'b1 ) begin
				state <= REF;
			end
			else if (w_req == 1'b1 && ref_req == 1'b0) begin
				state <= WRITE;
			end
			else if(r_req == 1'b1 && w_req == 1'b0 && ref_req == 1'b0) begin
				state <= READ;
			end
		end
		REF : begin
			if(ref_end == 1'b1) begin
				state <= SW;
			end
		end
		WRITE : begin
			if(write_data_end == 1'b1 || wirte_ref_break_end == 1'b1) begin
				state <= SW;
			end
		end
		READ : begin
			if (read_data_end == 1'b1 || read_ref_break_end == 1'b1 ) begin
				state <= SW;
			end
		end
	endcase 
end
assign ini_flag = (state == INI)?1'b0:1'b1;
assign ref_en = (state == SW) & (ref_req == 1'b1);
assign w_en = (state == SW) & (w_req == 1'b1) & (ref_req == 1'b0);
assign r_en = (state == SW) & (r_req == 1'b1) & (w_req == 1'b0) & (ref_req == 1'b0);
assign cmd[17:14] = ref_cmd[17:14] & init_cmd[17:14]; 
assign cmd[13:0] = ref_cmd[13:0] | init_cmd[13:0] ;
	sdram_ref inst_sdram_ref (
			.clk     (clk),
			.rst     (rst),
			.ref_cmd (ref_cmd),
			.ini_end (ini_end),
			.ref_req (ref_req),
			.ref_en  (ref_en),
			.ref_end (ref_end)
		);
	sdram_init inst_sdram_init (
			.clk           (clk),
			.rst           (rst),
			.init_end_flag (ini_end),
			.init_cmd      (init_cmd)
		);
endmodule 
module sdram_ref(
	input	wire 		clk,
	input	wire 		rst,
	output	reg	[17:0]	ref_cmd,	
	input	wire 		ini_end,
	output	reg			ref_req,
	input	wire 		ref_en,
	output	reg			ref_end
	);
parameter   REF		=	18'h04000; 
parameter	NOP		=	18'h1c000; 
parameter   REF_CNT_END = 780;
reg	[15:0]	ref_cnt;
reg 		ref_dly_flag;
reg [3:0] 	ref_dly_cnt;
always @(posedge clk) begin
	if(rst == 1'b1 ) begin
		ref_cnt <='d0;
	end
	else if (ref_cnt == REF_CNT_END) begin
		ref_cnt <= 'd0;
	end
	else if (ini_end == 1'b1) begin
		ref_cnt <= ref_cnt + 1'b1;
	end
end
always @(posedge clk) begin
	if(rst == 1'b1 ) begin
		ref_req <= 1'b0;
	end
	else if (ref_en == 1'b1 ) begin
		ref_req <= 1'b0;
	end
	else if(ref_cnt == REF_CNT_END) begin
		ref_req <= 1'b1;
	end
end
always @(posedge clk) begin
	if(rst == 1'b1) begin
		ref_cmd <= NOP;
	end
	else if (ref_req == 1'b1 && ref_en == 1'b1 ) begin
		ref_cmd <= REF;
	end
	else begin
		ref_cmd <= NOP;
	end
end
always @(posedge clk ) begin
	if (rst == 1'b1) begin
		ref_dly_flag <= 1'b0;
	end
	else if (ref_cnt == 'd9) begin
		ref_dly_flag <= 1'b0;
	end
	else if (ref_req == 1'b1 && ref_en == 1'b1) begin
		ref_dly_flag <= 1'b1;
	end
end
always @(posedge clk ) begin
	if (rst == 1'b1) begin
		ref_dly_cnt <='d0;
	end
	else if (ref_dly_flag == 1'b1) begin
		ref_dly_cnt <= ref_dly_cnt + 1'b1;
	end
	else begin
		ref_dly_cnt <= 'd0;
	end
end
always @(posedge clk ) begin
	if (rst == 1'b1) begin
		ref_end <= 1'b0;
	end
	else if (ref_dly_cnt == 'd9) begin
		ref_end <= 1'b1;
	end
	else begin
		ref_end <= 1'b0;
	end
end
endmodule
module top_sdram(
	input					clk,
	input					rst_n,
	inout      [15 : 0] 	Dq,
    output     [11 : 0] 	Addr,
    output     [1 : 0] 		Ba,
    output     				sdclk,
    output              	Cke,
    output 					Cs_n,
    output 					Ras_n,
    output					Cas_n,
    output 					We_n,
    output     [1: 0] 		Dqm       
	);
wire rst;
assign Dqm = 2'b00;
assign rst = ~rst_n;
assign Cke = 1'b1;
assign sdclk = clk; 
	sdram_main_ctrl inst_sdram_main_ctrl (
			.clk (clk),
			.rst (rst),
			.cmd ({Cs_n,Ras_n,Cas_n,We_n,Ba,Addr})
		);
endmodule 
--- ./run.sh ---
#!/bin/bash
# OpenROAD 26Q1-2900-gdf79404cd8, Yosys 0.63+post, stock flow scripts
make -C /OpenROAD-flow-scripts/flow DESIGN_CONFIG=/design/flow/config.mk WORK_HOME=/design/flow/orfs finish
==> results.cfg <==
; synthesis and place-and-route metrics
[global_routing]
grt_usage = 0.1419
grt-ovfl-total = 0
grt_max_degree = 19
grt_util_met1 = 0.2229
antenna_found_initial = 0
use_met2 = 0.2050
globalRouteMet3Util = 0.03044
grt-busiest-layer = met1
grt_pass1_vias = 1621
grt_pass1_wl_um = 7327

[yosys]
ys.warnings.count = 9
ys_top_cells_by_count = 52 x dfxtp_1, 46 x nor2_1, 21 x xor2_1
synth_cell_types = 48
top_cell = dfxtp_1
synth_area_per_cell_um2 = 8.903
edf_count = 0
postSynth.asyncResetShare = 0
area_leaders = dfxtp_1 41%, xor2_1 7.2%, nor2_1 6.8%
synthDominantCellAreaShare = 0.4088
synth_seq_share = 0.4088
flop_cell = dfxtp_1
postSynthRegisterBits = 52
yosys_cells = 286
largest_area_cell = dfxtp_1
yosys_area_um2 = 2546
netlist_instances = 286
syn_area_um2 = 2546

[critical_path]
slowest_stage = clkdlybuf4s50_1
crit_type = clk2out
critPathMaxFanout = 2
crit_path_frequent_cell = clkbuf_8
cpPeakStageDelay_ps = 390
endpoint_kind = output port
required_ps = 3200
crit_path_start_kind = clock port
cp_cell_sequence = clkbuf_8 > clkbuf_8 > clkdlybuf4s50_1
cp.arrival_ps = 2610

[worst_hold_path]
hold_path_class = reg2reg

[final_timing]
tns_ps = 0
skew_ps = 7.283
maxSlewHeadroom = 0.6176
untimed_endpoints = 16
final-max-slew-violation-count = 0
tightest_slew_ps = 572.8
rsz0062_at_grt = false
setup_violations = 0
hold_viol = 0

[placement]
port_buffers = 9
post-place-cells = 355
hpwl_um = 2834
gp_congestion = 0.7898

[floorplan]
dieHeight_um = 81.79
dieArea_um2 = 6689
fp_util = 0.4225
fp.dieW_um = 81.79
coreArea_um2 = 6026
io_pins = 40
num_rows = 28

[status]
status = complete, no violations

[route]
dr.pass1.iters = 4
vias_per_cell = 4.850
via_count = 1775
drt_wl_total_um = 4223
wl_per_cell_um = 11.54
detail_route.drc_violations = 0
antenna-diode-count = 0
drtIter0Drc = 88
ant_nets = 0

[layout]
stdcell_count = 366
fillers = 600
drive_gt1_frac = 0.08247
synthToLayoutAreaGrowth_pct = 7.322

[power]
irDropWorstVdd_mv = 0.1532
power_w = 0.0009648
powerDensity_nw_per_um2 = 353.1
p_leak_nw = 1.032

[job]
warning_count = 48
cap_violations = 0

[cts]
post_cts_resized = 0
clock_latency_ps = 410
path_clk_slew_ps = 100
post_cts_buffers = 0
cts_tree = yes
postCtsHoldBufs = 0
==> cell type report <==
| type | count | area, um2 | share of cell area |
|---|---|---|---|
| clock inverters | 3 | 25.02 | 0.009158 |
| clock buffers | 9 | 120.1 | 0.04396 |
| inverters | 8 | 30.03 | 0.01099 |
| repair buffers | 9 | 87.58 | 0.03205 |
| multi-input cells | 210 | 1335 | 0.4886 |
| well taps | 75 | 93.84 | 0.03434 |
| flip-flops and latches | 52 | 1041 | 0.3810 |
==> where the power goes <==
| group | total, W | leakage (nW) | switching (W) | internal [W] |
|---|---|---|---|---|
| Combinational | 0.0000314 | 0.541 | 0.0000181 | 0.0000132 |
| Clock | 0.000407 | 0.0706 | 0.000199 | 0.000208 |
| Sequential | 0.000527 | 0.420 | 0.00000556 | 0.000521 |
| Total | 0.000965 | 1.03 | 0.000223 | 0.000742 |
==> cell families (layout without fill, tap and decap cells) <==
kind of cell | after synthesis | in the layout | share of synthesized area
xor gates and xnor gates | 32 | 32 | 0.1101
muxes | 3 | 3 | 0.01229
other | 2 | 14 | 0.002950
adders and majority gates | 9 | 9 | 0.04423
and+or+nand+nor | 129 | 129 | 0.2767
AOI/OAI and AO/OA | 23 | 23 | 0.06044
DFF | 52 | 52 | 0.4088
buffers and inverters | 36 | 29 | 0.08452
==> layout by cell type, fill, tap and decap left out, types with 9 or more instances in the layout <==
cell	n
nor2_1	46
ha_1	9
nand2_1	16
dfxtp_1	52
xor2_1	21
xnor2_1	11
clkdlybuf4s50_1	9
nand3_1	15
conb_1	14
==> layer usage <==
layer | part of all wire | routed length [um] | vias to the layer above
met1 | 0.55 | 2313 | 794
met2 | 0.40 | 1694 | 32
met3 | 0.032 | 134 | 7
met5 | 0 | 0 | -
met4 | 0.019 | 82 | 0
li1 | - | - | 942
==> critical path, delay by kind of cell <==
| kind | cells | cell delay (ps) |
|---|---|---|
| buffers and inverters | 3 | 620 |
==> sequential cells by signal, summed over array words and instances (netlist names) <==
register and flops:
inst_sdram_main_ctrl.inst_sdram_ref.ref_dly_cnt 4, inst_sdram_main_ctrl.inst_sdram_ref.ref_cnt 16, inst_sdram_main_ctrl.inst_sdram_ref.ref_end 1, inst_sdram_main_ctrl.inst_sdram_ref.ref_cmd 1
inst_sdram_main_ctrl.state 6, inst_sdram_main_ctrl.inst_sdram_ref.ref_req 1, inst_sdram_main_ctrl.inst_sdram_init.init_cnt 16, inst_sdram_main_ctrl.inst_sdram_init.init_cmd 5
inst_sdram_main_ctrl.inst_sdram_init.init_end_flag 1, inst_sdram_main_ctrl.inst_sdram_ref.ref_dly_flag 1
==> path summary, 6_finish.rpt <==
path | start | to | slack [ps] | cells after the start
setup / recovery | clk | sdclk | 590 | 3
hold / removal | inst_sdram_main_ctrl.state[0] | inst_sdram_main_ctrl.state[5] | 460 | 2
setup reg to reg | flop | flop | 2040 | 6
hold reg to reg | inst_sdram_main_ctrl.state[0] | inst_sdram_main_ctrl.state[5] | 460 | 2
==> stage by stage <==
step | instance area (um2) | worst slack [ps] | hold WS, ps | util
6_report | 2733 | 587.1 | 455.7 | 0.4535
5_1_grt | 2733 | 565.9 | 478.6 | 0.4535
4_1_cts | 2733 | 576.4 | 459.8 | 0.4535
3_5_place_dp | 2597 | 832.6 | 435.2 | 0.4311
3_3_place_gp | 2597 | 832.6 | 423.8 | 0.4311
2_1_floorplan | 2591 | 1102 | 413.0 | -
Power and IR drop assume default switching activity.

==> flow/design.v <==
module uart_rx(
	input	wire 				sclk,
	input	wire 				rst_n,
	input	wire 				rx,
	output	reg 	[7:0]		po_data,
	output	reg 				po_flag
	);
parameter 	CNT_BAUD_MAX = 433; 
parameter	CNT_HALF_BAUD_MAX = 216; 
reg 			rx1,rx2,rx2_reg;
reg 			rx_flag;
reg 	[12:0]	cnt_baud;
reg 			bit_flag;
reg 	[3:0]	bit_cnt;
always @(posedge sclk) begin
	{rx2_reg,rx2,rx1}<={rx2,rx1,rx};
end
always @(posedge sclk or negedge  rst_n) begin
	if (rst_n == 1'b0) begin
		rx_flag <= 1'b0;
	end
	else if (bit_cnt == 4'd8 && bit_flag == 1'b1) begin
		rx_flag <= 1'b0;
	end
	else if (rx2_reg == 1'b1 && rx2 == 1'b0) begin
		rx_flag <= 1'b1;
	end
end
always @(posedge sclk or negedge rst_n) begin
	if (rst_n == 1'b0) begin
		cnt_baud <= 'd0;
	end
	else if (rx_flag == 1'b0) begin
		cnt_baud <= 'd0;
	end
	else if (rx_flag == 1'b1 && cnt_baud == CNT_BAUD_MAX) begin
		cnt_baud <= 'd0;
	end
	else if (rx_flag == 1'b1) begin
		cnt_baud <= cnt_baud + 1'b1;
	end
end
always @(posedge sclk or negedge rst_n) begin
	if (rst_n == 1'b0) begin
		bit_flag <= 1'b0;
	end
	else if (rx_flag == 1'b1 && cnt_baud == CNT_HALF_BAUD_MAX) begin
		bit_flag <= 1'b1;
	end
	else begin
		bit_flag <= 1'b0;
	end
end
always @(posedge sclk or negedge rst_n) begin
	if (rst_n == 1'b0) begin
		bit_cnt <= 'd0;
	end
	else if (bit_flag == 1'b1 && bit_cnt == 'd8) begin
		bit_cnt <= 'd0;
	end
	else if (bit_flag == 1'b1) begin
		bit_cnt <= bit_cnt + 1'b1;
	end
end
always @(posedge sclk or negedge rst_n) begin
	if (rst_n == 1'b0) begin
		po_data <='d0;
	end
	else if (bit_cnt >= 4'd1 && bit_flag == 1'b1) begin
		po_data <= {rx2_reg,po_data[7:1]};
	end
end
always @(posedge sclk or negedge rst_n) begin
	if (rst_n == 1'b0) begin	
		po_flag <= 1'b0;
	end
	else if (bit_cnt == 4'd8 && bit_flag == 1'b1) begin
		po_flag <= 1'b1;
	end
	else begin
		po_flag <= 1'b0;
	end
end
endmodule 
==> flow/run.sh <==
#!/bin/bash
# OpenROAD 26Q1-2900-gdf79404cd8, Yosys 0.63+post, stock flow scripts
make -C /OpenROAD-flow-scripts/flow DESIGN_CONFIG=/design/flow/config.mk WORK_HOME=/design/flow/orfs finish
==> flow/config.mk <==
export PLATFORM = sky130hd
export DESIGN_NAME = uart_rx
export DESIGN_NICKNAME = uart_rx
export VERILOG_FILES = /design/flow/design.v
export SDC_FILE = /design/flow/constraint.sdc
export NUM_CORES = 4
export LEC_CHECK = 1
export CORE_AREA = 10 10 95 95
export DIE_AREA = 0 0 105 105
==> flow/constraint.sdc <==
current_design uart_rx

set clk_period 3.1
set clk_io_pct 0.2

create_clock -name clk0 -period $clk_period [get_ports {sclk}]

set non_clock_inputs [all_inputs -no_clocks]
set_input_delay [expr $clk_period * $clk_io_pct] -clock clk0 $non_clock_inputs
set_output_delay [expr $clk_period * $clk_io_pct] -clock clk0 [all_outputs]
==> reports/summary.rpt <==
=======================================================================================
Final instance area                                                           1760 um^2
Crit-path max FO                                                                      8
TritonCTS buffer count                                                                5
Post-synthesis register bit count                                                    31
Number of max-cap violations                                                          0
Area growth from synthesis to layout                                              21.2%
Die width                                                                        105 um
Element type at the critical path end                                              flop
Number of flip-flops in the largest register                                         13
Tmin final                                                                      2.02 ns
Die span in y                                                                    105 um
Part of the cycle the worst path needs                                            65.3%
Master of the slowest instance on the critical path                        sky130_fd_sc_hd__o41ai_2
Status                                                                     complete, no violations
Drt wl/cell                                                                     10.5 um
Largest stage delay, worst path                                                 0.80 ns
Cell area leaders                                                          sky130_fd_sc_hd__dfrtp_1 (48%), sky130_fd_sc_hd__mux2_2 (7.0%), sky130_fd_sc_hd__ha_1 (6.0%), sky130_fd_sc_hd__dfxtp_1 (4.1%), sky130_fd_sc_hd__a21oi_1 (2.8%)
Total number of H-tree levels                                                         2
Number of violations reported at the end of detailed-routing iteration 0             53
Post CTS Setup Buffer Count                                                           0
Cell-internal power                                                          0.000719 W
Slew at the pin closest to its max-slew limit                                  0.921 ns
Registers with the most flip-flops                                         cnt_baud (13), po_data (8), bit_cnt (4)
Tally of filler cells in the layout                                                 727
HP Start                                                                            rx1
Number of vias per cell                                                            4.03
Final hold slack                                                               0.326 ns
Max frequency                                                                   494 MHz
Synth logic family                                                         simple AND/OR/NAND/NOR gates
Fraction of final layout cells sized beyond drive strength 1                      13.9%
Post-synthesis cell count from yosys                                                128
Most used logic cell in the final layout                                   sky130_fd_sc_hd__dfrtp_1
CP bufs+invs                                                                          1
Top cell area share                                                               48.3%
Setup CP Type                                                                reg -> reg
Total tool warning count                                                             30
Startpoint kind of the worst setup timing path                                     flop
Endpoints failing setup                                                               0
Clk ins delay skew pair                                                         0.28 ns
Syn avg cell area                                                             11.3 um^2
Total power of the final layout                                               0.00101 W
Portion of the post-synthesis area used by sequential elements                    52.4%
Cell count after placement                                                          232
Area of placed instances                                                      1660 um^2
Portion of netlist area occupied by mux cells                                     6.98%
Count of input and output buffers                                                    11
Area share of and/or/nand/nor cells after synthesis                               16.9%
Gate family responsible for the most delay along the worst path            AND-OR/OR-AND gates
Detailed placer's ending HPWL                                                   1.75 mm
Largest buffer count on any clock path                                                2
Leak pwr                                                                       0.770 nW
Worst hold-check path type                                                   reg -> reg
Cell accounting for the most synthesized area                              sky130_fd_sc_hd__dfrtp_1
Xor and xnor fraction of the mapped netlist area                                  2.41%
Yosys warns                                                                           1
TritonRoute pass-1 iters                                                              4
Wire length reported by the detailed router                                     2.52 mm
Number of nets with antenna violations after routing                                  0
Data arrival at the endpoint of the critical path                               2.19 ns
Commonest cells after routing, fill and taps aside                         sky130_fd_sc_hd__dfrtp_1 (28), sky130_fd_sc_hd__clkdlybuf4s50_1 (11), sky130_fd_sc_hd__mux2_2 (9)
CP required                                                                     3.27 ns
Summed standard-cell area reported by yosys                                   1450 um^2
Init Core Util                                                                    21.0%
Adders+Majority by Area                                                           6.03%
Global-route wire length before repair                                          4.57 mm
GP Congestion                                                                     0.752
CTS tree                                                                          built
Core Area                                                                     6910 um^2
Sinks on Clock Net                                                                   31
Worst clock skew                                                             0.00556 ns
Clk network pwr share                                                             34.5%
Congestion Overflow GR                                                                0
Crit Reg-Reg Startpoint                                                      bit_cnt[1]
Hold-fix buffers at CTS                                                               0
Setup TNS                                                                          0 ns
Highest ir drop seen on vdd                                                    0.224 mV
Register share of total power                                                     50.9%
Largest net degree at the start of global routing                                    29
Share of power burned in combinational logic                                      14.6%
Number of vias in the routed layout                                                 967
Clock slew at the register clock pins of the worst setup and hold paths         0.06 ns
Final Non-Filler Cells                                                              240
Netlist area before placement                                                 1450 um^2
Power dissipated by switching net loads                                      0.000288 W
Gate count of the mapped netlist                                                    128
Chip Area                                                                   11,000 um^2
Clk Tree Root Cell                                                         sky130_fd_sc_hd__clkbuf_8
Distinct cell type count after synthesis                                             32
Unrepaired setup endpoints after global routing                                   false
Rows                                                                                 30
Compound-cell area share of the yosys netlist                                     11.1%
Critical path launch point                                                   bit_cnt[1]
Ports                                                                                12
Number of hold-slack violations in the final timing report                            0
Slew Limit Headroom                                                               38.0%
Final slew viol count                                                                 0
Initial antenna violation count                                                       0
Largest register by flop count                                                 cnt_baud
Number of design rule violations left after detail routing                            0
Post-cts gate resize count                                                            0
Areal power density over the cells                                          572 nW/um^2
Net switching share of the total power                                            28.6%
Number of diodes added for antenna fixing                                             0
Global routing usage summed across all routing layers                             4.84%
Vias in the first global route                                                      977
Ordered cell list for the critical path                                    inv_1 -> ha_1 -> o41ai_2 -> mux2_2
=======================================================================================
worst reg2reg max path, delay by kind of cell (launching register included):
kind,cells,cell delay [ns]
compound gates,1,0.80
fa+ha+maj,1,0.20
mux,1,0.41
flops,1,0.39
buf+inv,1,0.10
cell usage after synthesis, drive strengths merged:
| cell type | instances |
|---|---|
| or4 | 4 |
| and4b | 2 |
| nor3b | 2 |
| mux2 | 9 |
| o21bai | 1 |
| nand3b | 1 |
| and3 | 1 |
| o41ai | 2 |
| nor3 | 1 |
| or3 | 4 |
| nand4 | 4 |
| nand2b | 1 |
| buf | 2 |
| or2b | 1 |
| a21boi | 1 |
| nor4b | 1 |
| inv | 8 |
| dfxtp | 3 |
| nand4b | 1 |
| dfrtp | 28 |
| clkbuf | 2 |
| o31ai | 3 |
| o21ai | 8 |
| nand3 | 4 |
| nor2 | 8 |
| xor2 | 3 |
| a21oi | 8 |
| ha | 7 |
| nand2 | 7 |
| xnor2 | 1 |
worst paths after layout:
check | end | slack (ns) | cells past startpoint
worst max-delay path | po_data[4] | 1.08 | 4
worst min-delay path | rx2 | 0.33 | 0
worst max register to register | po_data[4] | 1.08 | 4
worst min register to register | rx2 | 0.33 | 0
max in group asynchronous | po_data[2] | 2.12 | 2
min in group asynchronous | cnt_baud[7] | 0.71 | 2
cell families after synthesis:
logic type | after synthesis
XOR/XNOR | 4
AND-OR/OR-AND | 23
AND/OR/NAND/NOR | 42
flip-flops | 31
multiplexers | 9
buffers and inverters | 12
adder cells (fa/ha/maj) | 7
routing by layer:
layer | global-route usage [%] | vias to the layer above | wire length (um)
met5 | 0 | - | 0
met4 | 1.18 | 0 | 85
met3 | 1.61 | 6 | 101
met2 | 7.43 | 15 | 1140
met1 | 6.47 | 463 | 1200
li1 | - | 483 | -
power by group through the flow:
| stage | Combinational [W] | Clock (W) | Sequential, W |
|---|---|---|---|
| 4_1_cts | 0.000149 | 0.000361 | 0.000511 |
| 5_1_grt | 0.000175 | 0.000378 | 0.000523 |
| 6_report | 0.000147 | 0.000348 | 0.000512 |
layout make-up:
type,count,area (um^2),area share (%)
Tap cell,96,120,6.83
Sequential cell,31,761,43.2
Clock buffer,8,100,5.69
Multi-Input combinational cell,85,631,35.8
Timing Repair Buffer,12,118,6.69
Inverter,8,30.0,1.71
per-stage QoR:
step,utilization (%),worst slack (ns)
floorplan,-,1.32
global placement,24.0,1.08
detailed placement,24.0,1.05
CTS,25.5,1.04
global route,25.5,0.935
finish,25.5,1.08
No activity file was given, so power comes from the tool's default toggle rates.
